==> flow/config.mk <==
export PLATFORM = sky130hd
export DESIGN_NAME = top_parking
export DESIGN_NICKNAME = top_parking
export VERILOG_FILES = /design/flow/design.v
export SDC_FILE = /design/flow/constraint.sdc
export NUM_CORES = 4
export LEC_CHECK = 1
export CORE_UTILIZATION = 30
==> flow/constraint.sdc <==
current_design top_parking

set clk_period 3.0
set clk_io_pct 0.2

create_clock -name clk0 -period $clk_period [get_ports {clk}]

set non_clock_inputs [all_inputs -no_clocks]
set_input_delay [expr $clk_period * $clk_io_pct] -clock clk0 $non_clock_inputs
set_output_delay [expr $clk_period * $clk_io_pct] -clock clk0 [all_outputs]
==> flow/design.v <==
module debounce #(
    parameter CLK_FREQ_HZ = 100_000_000,
    parameter DEBOUNCE_MS = 20
)(
    input  wire clk,
    input  wire btn_in,
    output reg  btn_pressed_pulse
);
    localparam integer CNT_MAX = (CLK_FREQ_HZ/1000) * DEBOUNCE_MS;
    reg [31:0] cnt;
    reg btn_sync_0, btn_sync_1;
    reg btn_stable;
    always @(posedge clk) begin
        btn_sync_0 <= btn_in;
        btn_sync_1 <= btn_sync_0;
    end
    always @(posedge clk) begin
        if (btn_sync_1 == btn_stable) begin
            cnt <= 0;
            btn_pressed_pulse <= 1'b0;
        end else begin
            if (cnt < CNT_MAX) begin
                cnt <= cnt + 1;
                btn_pressed_pulse <= 1'b0;
            end else begin
                btn_stable <= btn_sync_1;
                btn_pressed_pulse <= btn_sync_1 & ~btn_stable;
                cnt <= 0;
            end
        end
    end
endmodule
module parking_ctrl #(
    parameter MAX_SPACES = 20
)(
    input  wire clk,
    input  wire rst,            
    input  wire entry_pulse,    
    input  wire exit_pulse,     
    output reg  [5:0] count,    
    output wire full,
    output wire available
);
    assign full = (count == MAX_SPACES);
    assign available = (count < MAX_SPACES);
    always @(posedge clk) begin
        if (rst) begin
            count <= 0;
        end else begin
            if (exit_pulse && (count > 0))
                count <= count - 1;
            else if (entry_pulse && (count < MAX_SPACES))
                count <= count + 1;
        end
    end
endmodule
`timescale 1ns/1ps
module sevenseg_mux #(
    parameter SEG_ACTIVE_LOW = 1,  
    parameter AN_ACTIVE_LOW  = 1,  
    parameter BIT_REVERSE    = 1   
)(
    input  wire        clk,
    input  wire        rst,
    input  wire [15:0] value,  
    output reg  [6:0]  seg,    
    output reg  [3:0]  an
);
    reg [15:0] refresh_cnt;
    always @(posedge clk or posedge rst) begin
        if (rst) refresh_cnt <= 0;
        else refresh_cnt <= refresh_cnt + 1;
    end
    wire [1:0] digit_idx = refresh_cnt[15:14];
    wire [3:0] d0 = value[3:0];
    wire [3:0] d1 = value[7:4];
    wire [3:0] d2 = value[11:8];
    wire [3:0] d3 = value[15:12];
    reg [3:0] cur_digit;
    always @(*) begin
        case (digit_idx)
            2'b00: cur_digit = d0;
            2'b01: cur_digit = d1;
            2'b10: cur_digit = d2;
            default: cur_digit = d3;
        endcase
    end
    reg [6:0] lut_high;  
    always @(*) begin
        case (cur_digit)
            4'd0: lut_high = 7'b1111110;  
            4'd1: lut_high = 7'b0110000;  
            4'd2: lut_high = 7'b1101101;  
            4'd3: lut_high = 7'b1111001;  
            4'd4: lut_high = 7'b0110011;  
            4'd5: lut_high = 7'b1011011;  
            4'd6: lut_high = 7'b1011111;  
            4'd7: lut_high = 7'b1110000;  
            4'd8: lut_high = 7'b1111111;  
            4'd9: lut_high = 7'b1111011;  
            default: lut_high = 7'b0000000;  
        endcase
    end
    reg [6:0] seg_out;
    integer ii;
    always @(*) begin
        if (BIT_REVERSE) begin
            for (ii = 0; ii < 7; ii = ii + 1)
                seg_out[ii] = lut_high[6-ii];
        end else begin
            seg_out = lut_high;
        end
    end
    always @(*) begin
        if (SEG_ACTIVE_LOW) seg = ~seg_out;
        else seg = seg_out;
        case (digit_idx)
            2'b00: an = (AN_ACTIVE_LOW ? 4'b1110 : 4'b0001);
            2'b01: an = (AN_ACTIVE_LOW ? 4'b1101 : 4'b0010);
            2'b10: an = (AN_ACTIVE_LOW ? 4'b1011 : 4'b0100);
            default: an = (AN_ACTIVE_LOW ? 4'b0111 : 4'b1000);
        endcase
    end
endmodule
`timescale 1ns/1ps
module top_parking #(
    parameter CLK_FREQ_HZ = 100_000_000,
    parameter DEBOUNCE_MS  = 20
)(
    input  wire        clk,         
    input  wire        btn_entry,   
    input  wire        btn_exit,    
    input  wire        btn_reset,   
    output wire [6:0]  seg,         
    output wire [3:0]  an,          
    output wire        dp,          
    output wire [15:0] leds         
);
    wire entry_pulse;
    wire exit_pulse;
    wire reset_pulse;
    debounce #(.CLK_FREQ_HZ(CLK_FREQ_HZ), .DEBOUNCE_MS(DEBOUNCE_MS)) db_entry (
        .clk(clk),
        .btn_in(btn_entry),
        .btn_pressed_pulse(entry_pulse)
    );
    debounce #(.CLK_FREQ_HZ(CLK_FREQ_HZ), .DEBOUNCE_MS(DEBOUNCE_MS)) db_exit (
        .clk(clk),
        .btn_in(btn_exit),
        .btn_pressed_pulse(exit_pulse)
    );
    debounce #(.CLK_FREQ_HZ(CLK_FREQ_HZ), .DEBOUNCE_MS(DEBOUNCE_MS)) db_reset (
        .clk(clk),
        .btn_in(btn_reset),
        .btn_pressed_pulse(reset_pulse)
    );
    wire [5:0] count;  
    wire full;
    wire available;
    parking_ctrl #(.MAX_SPACES(20)) ctrl (
        .clk(clk),
        .rst(reset_pulse),
        .entry_pulse(entry_pulse),
        .exit_pulse(exit_pulse),
        .count(count),
        .full(full),
        .available(available)
    );
    genvar i;
    generate
        for (i = 0; i < 14; i = i + 1) begin : LEDS_LOW
            assign leds[i] = (count > i) ? 1'b1 : 1'b0;
        end
    endgenerate
    assign leds[14] = available;
    assign leds[15] = full;
    wire [3:0] tens;
    wire [3:0] ones;
    assign tens = (count >= 20) ? 4'd2 : (count >= 10 ? 4'd1 : 4'd0);
    wire [5:0] tens_x10;
    assign tens_x10 = (tens == 4'd2) ? 6'd20 : (tens == 4'd1 ? 6'd10 : 6'd0);
    assign ones = count - tens_x10;  
    wire [15:0] show_value;
    assign show_value = {4'd0, 4'd0, tens, ones};
    assign dp = 1'b1;
sevenseg_mux disp (
    .clk(clk),
    .rst(1'b0),
    .value(show_value),
    .seg(seg),
    .an(an)
);
endmodule
==> flow/run.sh <==
#!/bin/bash
# OpenROAD 26Q1-2900-gdf79404cd8, Yosys 0.63+post, stock flow scripts
make -C /OpenROAD-flow-scripts/flow DESIGN_CONFIG=/design/flow/config.mk WORK_HOME=/design/flow/orfs finish
==> notes.md <==
flow finished, numbers: drt wl/cell=around 10 um, Total Routing Usage GR=0.1099, Setup Slack @ Placement=-0.5227 ns, ys flops=about 130, Startpoint Class=flop, Rows=48, r2r setup slk=1.04 ns, Mapped Area=0.005440 mm2, top cells by area=dfxtp_1 (47%), nor2_1 (6.9%), xnor2_1 (6.1%), xor2_1 (5.8%), ha_1 (4.1%), flip-flops with a built-in enable=3, die footprint=about 0.019 mm2, Post-Syn Area per Cell=9.252 um2, Hold WC Path Type=reg -> reg, Primary FF master, synth=dfxtp_1, Crit path depth=13, top cell type by total area after synthesis=dfxtp_1, antenna fix cells=0, top cells by count=dfxtp_1 (127), nor2_1 (100), nand2_1 (48), Post-DRT Antenna Nets=0, Yosys Chip Area=0.005440 mm2, Peak Freq=291.1 MHz, reg-to-reg endpoint=ctrl.count[2], floorplan core density=0.3113, setup TNS=-2.720 ns, crit path capture=seg[0], slowest library cell on the worst path=a211o_4, via count=between 4000 and 5000, crit share post-route=1.145, cell with the most instances after synthesis=dfxtp_1, worst-path cell chain=buf_4 -> buf_4 -> o21ai_1 -> nor2b_1 -> fa_2 -> inv_2 -> a211o_4 -> o211ai_4 -> buf_6 -> buf_6 -> mux2i_1 -> a2bb2oi_1 -> buf_2, Root Driver=clkbuf_16, Layout Skew=0.005646 ns, Worst setup startpoint=ctrl.count[2], final worst slack=-0.4357 ns, Synth-to-Final Area Change=29.97%, hpwl dp=around 6000 um, relative slew slack=0.4297, Via-to-Cell Ratio=approximately 4.3, top cell family by delay on the critical path=buffers and inverters, static leakage=0.002684 uW, PortBufs=30, Final Power=6144 uW, vias in the first global route=~3700, Final Hold Fails=0, Die Width=around 140 um, htree depth=4, placed cell areas=between 0.006 and 0.007 mm2, layout cells sized above 1=0.1569, core area=0.01748 mm2, CP Buf/Inv Count=6, Pre-antenna DRT Iters=4, setup violators final=7, CTS clk-pin slew, worst paths=0.05 ns, CP Capture Type=output pin, failing checks=setup timing, initial antenna violation count=0, Yosys Instances=around 590, Synth cell types=54, Hold-fix buffers, CTS=0, register share after synthesis=0.4839, Sink Count=130, YS warnings=3, Power Dens Cells=roughly 870 mW/mm2, RD Place Congestion=0.8571, total wire length=9387 um, initial DRC count=189, Post-Syn Instances=slightly below 600, tool warnings=35, CTS Buf Count=17, design area=0.007071 mm2, maximum VDD drop=0.0006841 V, GRT Residual Overflow=0, Clock Path Buffers=2, RSZ-0062 raised after global routing=true, R2R depth=9, Crit Path Category=reg -> out, DIE HEIGHT=136.7 um, worst-path fanout max=18, measured slew at the worst slew-check pin=0.8555 ns, Slew Limit Fails=0, Tmin final=between 3 and 4 ns, first-pass GRT wire length=16540 um, Synth async-reset ratio=0, MaxCap Viol Count=0, largest net degree at the start of global routing=22, crit path DAT=2.84 ns, CTS tree=built, Worst R2R Start=ctrl.count[5], worst stage delay on the critical path=0.34 ns, status=finished, violations left, Top cell area share=0.4673, Worst EP required=2.40 ns, I/O Pins=32, DRC=0, Worst-Skew Late Latency=0.41 ns
final cells by class:
cell class	instances	area, um2
clock buffer	17	425.4
multi-input combinational	447	2855
fill	1627	10410
sequential	130	2634
timing repair buffer	66	573.1
clock inverter	15	203.9
inverter	26	97.59
tap	225	281.5
how the worst min path moves through the flow:
stage / start / slack [ns] / endpoint / cells after the start
4_1_cts: db_exit.btn_sync_0 / 0.33 / db_exit.btn_sync_1 / 0
5_1_grt: db_exit.btn_sync_0 / 0.34 / db_exit.btn_sync_1 / 0
6_report: db_exit.btn_sync_0 / 0.33 / db_exit.btn_sync_1 / 0
worst register-to-register path: cells and delay by family, from the launching register on:
kind                      cells  cell delay [ns]
xor gates and xnor gates      1             0.15
DFF                           1             0.32
buffers and inverters         3             0.37
and+or+nand+nor               3             0.50
AOI/OAI and AO/OA             1             0.22
muxes                         1             0.27
where the power goes:
part           switching (uW)  total [uW]  internal [uW]
Sequential               31.1        1840           1810
Clock                     760        2160           1400
Combinational             938        2150           1210
through the flow:
stage / cells / util / hold slack (ns)
2_1_floorplan: 620 / - / 0.3096
3_3_place_gp: 881 / 0.3564 / 0.3123
3_5_place_dp: 881 / 0.3564 / 0.3121
4_1_cts: 926 / 0.4043 / 0.3251
5_1_grt: 926 / 0.4046 / 0.3370
6_report: 926 / 0.4046 / 0.3251
layer usage:
metal  track usage  vias up  routed length [um]
met3       0.02532       11                 360
met4       0.01667        0                 156
li1              -     2156                   -
met5             0        -                   0
met1        0.1641     1783                4863
met2        0.1681       59                4006
cell usage in the layout (no fill, tap or decap), types with 3 or more instances in the layout:
cell,instances
and2_1,5
nor3_1,9
inv_6,4
dfxtp_1,126
a21oi_1,10
edfxtp_1,3
ha_1,17
nand4_1,16
clkdlybuf4s50_1,23
a31oi_1,3
nor2_1,100
xor2_1,35
buf_6,10
nand2_1,46
clkbuf_16,17
buf_4,26
inv_1,22
bufinv_16,4
conb_1,34
nor4_4,3
xnor2_1,38
nand2b_1,7
nor2b_1,3
buf_2,7
clkinvlp_4,3
mux2i_1,4
nand3_1,34
and3_1,10
nor4_1,10
o21ai_0,10
inv_2,4
and4_1,12
o31ai_1,3
timing repair:
action / 4_1_cts / 5_1_grt
resized: 53 / 1
endpoints found under the setup margin: 7 / 7
pin swaps: 18 / 8
cloned: 1 / 0
buffers inserted: 12 / 0
state kept, by name, indices dropped and copies added (netlist names), 6 cells and up:
register and flops:
ctrl.count 6, db_entry.cnt 32, db_exit.cnt 32, db_reset.cnt 32, disp.refresh_cnt 16
kinds of logic after synthesis:
logic type,Yosys count,share of synthesized area
mux,5,0.009430
flops,130,0.4839
other cells,2,0.001380
compound gates,47,0.05842
fa+ha+maj,19,0.04508
simple gates,267,0.2466
buf+inv,44,0.03611
xor+xnor,74,0.1191
Power figures rest on the tool's default switching activity, not on a simulated workload.
